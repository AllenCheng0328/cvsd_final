File: flow/run.sh
#!/bin/bash
# OpenROAD 26Q1-2900-gdf79404cd8, Yosys 0.63+post, stock flow scripts
make -C /OpenROAD-flow-scripts/flow DESIGN_CONFIG=/design/flow/config.mk WORK_HOME=/design/flow/orfs finish
File: flow/config.mk
export PLATFORM = sky130hd
export DESIGN_NAME = multbaNN
export DESIGN_NICKNAME = multbaNN
export VERILOG_FILES = /design/flow/design.v
export SDC_FILE = /design/flow/constraint.sdc
export NUM_CORES = 4
export LEC_CHECK = 1
export CORE_UTILIZATION = 40
File: flow/constraint.sdc
current_design multbaNN

set clk_period 30.4
set clk_io_pct 0.2

create_clock -name clk0 -period $clk_period

set non_clock_inputs [all_inputs -no_clocks]
set_input_delay [expr $clk_period * $clk_io_pct] -clock clk0 $non_clock_inputs
set_output_delay [expr $clk_period * $clk_io_pct] -clock clk0 [all_outputs]
File: flow/design.v
module multbaNN (
    input [15:0] aNN,
    input [15:0] b,
    output [31:0] x_init
);
reg [31:0] ab_sat;
reg [31:0] x_init_w;
assign x_init = x_init_w;
parameter pos_max = 32'b01111111111111111111111111111111;
parameter neg_max = 32'b10000000000000000000000000000000;
parameter HIGH = 2'b11;
always @(*) begin
    ab_sat = $signed(aNN) * $signed(b);
    if (ab_sat[31]) begin
        if (ab_sat[30:29] != HIGH) begin
            x_init_w = neg_max;
        end
        else begin
            x_init_w[31] = 1;
            x_init_w[30:2] = ab_sat[28:0];
            x_init_w[1:0] = 0;
        end
    end
    else begin
        if (ab_sat[30:29] != 0) begin
            x_init_w = pos_max;
        end
        else begin
            x_init_w[31] = 0;
            x_init_w[30:2] = ab_sat[28:0];
            x_init_w[1:0] = 0;
        end
    end
end
endmodule
==> metrics.yaml <==
yosys_area_mm2: 0.01033
gp_congestion: 0.8995
syn2layout_area_growth_pct: 9.642
antennaDiodeCount: 0
most_common_cell: "inv_1"
drt_pre_antenna_iters: 4
cts_hold_buf: 0
layout.area.seq_um2: 0
drtIter0Drc: 225
fin_setup_tns_ps: 0
core_mm2: 0.02525
top_cell_area_share: 0.5078
routed_wl_mm: 22.55
tightest_slew_ps: 766.2
post-route-period-util: 0.6526
num-fill-cells: 2467
chipArea_mm2: 0.02647
critPathKind: "in2out"
via_per_inst: 4.858
yosysCellCount: 1146
dpl_worst_slack_ps: 10570
grt_pass1_vias: 7482
floorplan.core_util: 0.4090
slowest_delay_ps: 720
ys_seq_share: 0
synth_cell_types: 60
holdPathStages: 5
warnings: 32
cts_setup_buffers: 0
syn_area_mm2: 0.01033
die_x_um: 162.7
yosys.area.top_type: "fa_1"
min_period_ps: 19840
grt.overflow.total: 0
clkbuf_count: 0
antenna_found_initial: 0
slew_headroom: 0.4876
grt_util_all_layers: 0.1938
synthTopCellsByArea: "fa_1 (51%), inv_1 (11%), ha_1 (9.9%)"
rsz0062_at_grt: "no"
worstPathCellList: "clkdlybuf4s50_1 > nand2_1 > inv_1 > fa_1 > inv_1 > fa_1 > inv_1 > fa_1 > fa_1 > fa_1 > inv_1 > fa_1 > inv_1 > ha_1 > nand4_1 > nor3_1 > inv_1 > o21ai_0 > o311ai_2 > a211oi_4 > buf_4 > o21ai_0 > clkdlybuf4s50_1"
rows: 58
route.vias.total: 7375
setup_viol: 0
postCtsResizedCells: 0
drv_cap: 0
timing_hold_violations_final: 0
arrival_ps: 13760
syn_inst: 1146
wl_per_cell_um: 14.85
maxSlewViolCount: 0
drc_errors: 0
crit_path_start_kind: "input pin"
portBuffers: 64
hold-path-endpoint: "x_init[2]"
final_layout_size_suffix_gt1_frac: 0.04040
grt_start_max_net_pins: 29
hpwl_mm: 19.52
min-delay-start: "aNN[0]"
yosysWarnings: 1
synth_area_per_cell_um2: 9.014
path_max_fanout: 26
cp.required_ps: 24320
grt_pass1_wl_mm: 38.01
io_pins: 64
hold_ws_ps: 13280
outcome: "finished, final reports clean"
cp_slowest_cell: "clkdlybuf4s50_1"
min-delay-path-class: "in2out"
flops: 0
die_h_um: 162.7
fin_ws_ps: 10560
fmax_mhz: 50.40
ys_top_cells_by_count: "inv_1 (299), fa_1 (262), nand2_1 (144)"
antenna_left: 0
worst_setup_path_end_kind: "primary output"
==> cell usage in the layout (no fill, tap or decap), types with 3 or more instances in the layout <==
master           Yosys  final
ha_1                82     82
nor2_1              25     25
a21oi_1             23     23
o21a_1               4      4
a21o_1               3      3
o21ai_2             14     14
nand2_1            144    144
fa_1               262    262
nand3b_1             3      3
and3_1               4      4
a31oi_1              3      3
buf_4                1     16
o21ai_0             21     21
inv_1              299    299
and2_1             115    115
xor2_1              10     10
nor3_1               4      4
a211oi_1             6      6
nand2b_1             6      6
a21boi_0             5      5
nand3_1              8      8
clkdlybuf4s50_1      0     64
xnor2_1             24     24
o211ai_1             4      4
==> per-stage QoR <==
step           area [um2]  cells  utilization
2_1_floorplan       10330   1146            -
3_3_place_gp        11330   1518       0.4485
3_5_place_dp        11330   1518       0.4485
4_1_cts             11330   1518       0.4485
5_1_grt             11330   1518       0.4485
6_report            11330   1518       0.4485
==> worst max path at each step <==
stage | from | endpoint | slack, ps | depth (start not counted)
final | b[1] | x_init[7] | 10560 | 23
after global routing | aNN[15] | x_init[15] | 10150 | 23
after CTS | aNN[15] | x_init[19] | 10550 | 22
==> layout make-up <==
| cell class | count | area [um2] | area share |
|---|---|---|---|
| Inverter | 299 | 1122 | 0.09909 |
| Multi-Input combinational cell | 809 | 9030 | 0.7973 |
| Tap cell | 330 | 412.9 | 0.03646 |
| Timing Repair Buffer | 80 | 760.7 | 0.06717 |
==> cells by family (layout without fill, tap and decap cells) <==
group | after synthesis | count (layout) | synth area share
adder cells (fa/ha/maj) | 344 | 344 | 0.6071
XOR/XNOR | 35 | 35 | 0.03040
AND-OR/OR-AND | 108 | 108 | 0.07958
buffers and inverters | 337 | 379 | 0.1258
AND/OR/NAND/NOR | 322 | 322 | 0.1571
==> layer usage <==
layer | routed length [um] | global-route usage
met1 | 9152 | 0.2865
met3 | 1016 | 0.02416
met4 | 139 | 0.009346
met5 | 0 | 0
met2 | 12240 | 0.3364
==> critical path: cells and delay by family <==
family | cells | cell delay (ps)
adders and majority gates | 7 | 3550
buffers and inverters | 9 | 2170
AOI/OAI and AO/OA | 4 | 1250
and+or+nand+nor | 3 | 690
